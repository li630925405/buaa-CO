==> flow/design.v <==
`timescale 1ns / 1ps
module LE(
    input [1:0] A,
    input [31:0] Din,
	 input [31:0] IR_M,
    output reg [31:0] DOut
    );
	 wire [5:0] op;
	 assign op = IR_M[31:26];
	 always @(*)
		case (op)
			6'b100000: case(A)
						0: DOut = {{24{Din[7]}}, Din[7:0]};
						1: DOut = {{24{Din[15]}}, Din[15:8]};
						2: DOut = {{24{Din[23]}}, Din[23:16]};
						3: DOut = {{24{Din[31]}}, Din[31:24]};
						default: DOut = 0;
					endcase
			6'b100100: case(A)
						0: DOut = {24'b0, Din[7:0]};
						1: DOut = {24'b0, Din[15:8]};
						2: DOut = {24'b0, Din[23:16]};
						3: DOut = {24'b0, Din[31:24]};
						default: DOut = 0;
					endcase
			6'b100001: case(A[1])
						0: DOut = {{16{Din[15]}}, Din[15:0]};
						1: DOut = {{16{Din[31]}}, Din[31:16]};
						default: DOut = 0;
					endcase
			6'b100101: case(A[1])
						0: DOut = {16'b0, Din[15:0]};
						1: DOut = {16'b0, Din[31:16]};
						default : DOut = 0;
					endcase
			default: DOut = Din;
		endcase
endmodule
==> flow/run.sh <==
#!/bin/bash
# OpenROAD 26Q1-2900-gdf79404cd8, Yosys 0.63+post, stock flow scripts
make -C /OpenROAD-flow-scripts/flow DESIGN_CONFIG=/design/flow/config.mk WORK_HOME=/design/flow/orfs finish
==> flow/config.mk <==
export PLATFORM = sky130hd
export DESIGN_NAME = LE
export DESIGN_NICKNAME = LE
export VERILOG_FILES = /design/flow/design.v
export SDC_FILE = /design/flow/constraint.sdc
export NUM_CORES = 4
export LEC_CHECK = 1
export CORE_AREA = 10 10 70 70
export DIE_AREA = 0 0 80 80
==> flow/constraint.sdc <==
current_design LE

set clk_period 4.2
set clk_io_pct 0.2

create_clock -name clk0 -period $clk_period

set non_clock_inputs [all_inputs -no_clocks]
set_input_delay [expr $clk_period * $clk_io_pct] -clock clk0 $non_clock_inputs
set_output_delay [expr $clk_period * $clk_io_pct] -clock clk0 [all_outputs]
==> impl.org <==
* Flow results

** Yosys
- Sequential fraction of the synthesis area :: 0%
- Area share of xor/xnor cells in the synthesized design :: 0%
- The synth_stat.txt file lists the number of cells as 128.
- Counting the warning lines in the Yosys log gives 1.
- In this run, distinct cell masters in the synthesized netlist total 34.
- Number of instances in the synthesized netlist :: 128
- Summing every instance area after synthesis gives 0.00101 mm².
- Adder Area Share :: 0%
- The stat command in Yosys gives a chip area of between 0.001 and 0.0015 mm².
- Synth Area per Inst :: approximately 7.9 µm²
- Multiplexer area fraction after synthesis :: 24.4%
- AND-OR/OR-AND share of the synthesized area :: 33.7%
- Among the non-sequential cells, simple AND/OR/NAND/NOR gates take the most area.
- Post-Synth Simple-Gate Area :: between 30% and 40%

** Power
- Of the total power, the share spent switching nets is 37.0%.
- In the power breakdown, the internal column shows 0.000108 W.
- Looking at the VDD voltage map, the peak drop is 0.0507 mV.
- The analysis attributes to net switching a power of 0.0000636 W.
- The final power report lists total power as 0.000172 W.
- Combinational logic burns 100.0% of the power.
- In this run, flip-flops and latches consume 0% of the power.
- Power per cell area :: between 90 and 100 mW/mm²
- The power report attributes to the clock group a share of 0%.
- In this run the static leakage power is 0.671 nW.

** Detailed routing
- The DRC violation total left in the routed layout is recorded as 0.
- Number of diodes :: 0
- The final layout contains routed wiring with a total length of 4340 µm.
- Once detail routing completed, the nets flagged for antenna violations numbered 0.
- DR vias :: 1297
- Number of vias per cell after detailed routing :: 5.43
- For this sky-water flow run, the detailed-routed wirelength per cell is reported as 18.1 µm.
- The first detailed-routing pass ran for 4 iterations.
- Detailed-route iteration 0 reported a violation count of 73.

** Outcome
- Status :: finished, final reports clean

** Cells and area
- Number of standard cells in the layout, taps in and fillers out :: around 240
- Clock buffer count in the final layout :: 0
- Num sequential :: 0
- For the completed layout, the total cell area is recorded as ~0.0018 mm².
- Share of cells above drive strength 1 :: between 10% and 20%
- Area occupied by multi-input gates :: 935 µm²
- In the final layout, the fill cell count is between 300 and 400.
- Area growth from synthesis to final layout :: 74.4%
- Combined flip-flop and latch cell area :: 0 µm²
- Leaving out fill and tap cells, the most frequent cells in the layout are sky130_fd_sc_hd__clkdlybuf4s50_1, sky130_fd_sc_hd__nand2_1, sky130_fd_sc_hd__nor2_1, sky130_fd_sc_hd__o211ai_2, sky130_fd_sc_hd__mux2_2.
- Most frequent logic cell in the layout :: sky130_fd_sc_hd__clkdlybuf4s50_1

** Setup path
- CP required :: 3.36 ns
- For the worst setup path, the data arrival time is a little over 3 ns.
- Largest fanout of any net on the critical path :: 25
- STA classifies the critical path endpoint as an output pin.
- For reference, the most critical setup path is categorized as input pin to output pin.
- STA classifies the critical path startpoint as an input pin.

** Floorplanning
- Horizontal extent of the die :: 80 µm
- Pin placement for this block handled between 90 and 100 I/O pins.
- Measured along the y axis, the die boundary spans 80 µm.
- Init Core Util :: between 20 and 30%
- In this run the core area contains 21 standard-cell rows.
- The chip occupies 0.00640 mm².
- According to the floorplan report, the placeable core area is 0.00342 mm².

** GRT
- All-layer global routing usage :: 12.9%
- Largest net degree at the start of global routing :: 26
- Global route total overflow :: 0
- Global-route wire length before repair :: 6800 µm
- The initial antenna violation count was 0.
- The via count of the first global-routing pass came to 1279.

** Run
- The run reported a max-capacitance violation count of 0.
- OpenROAD warning count :: slightly below 60

** Placement
- Area after DPL :: roughly 0.0018 mm²
- Buffers placed on the I/O ports in this run total 72.
- Routability-driven placement finished with a final weighted congestion of 0.850.
- Cell total after placement :: approximately 240
- Detailed placement ended at an HPWL of 3550 µm.

** Min path
- The worst hold path passes through 4 cells.
- The min-delay analysis places its worst path in the category input pin to output pin.
- Worst min-delay path startpoint :: Din[2]
- In the hold report, the worst path ends at DOut[2].

** STA
- Worst slew margin relative to its limit :: between 50 and 60%
- The final timing report lists a hold violation count of 0.
- From the final report, the count of setup violators was given as 0.
- Unrepaired setup endpoints after global routing :: no
- Summed over all failing endpoints, the final setup total negative slack is 0 ns.
- Max-slew violation count :: 0
- Least-Margin Pin Slew :: 0.610 ns
- The smallest clock period supported by the final layout is computed as around 4 ns.
- FMAX :: 0.254 GHz
- Dividing the final minimum period by the clock period gives 93.7%.

** Clocking
- After clock tree synthesis, the flow added hold-fix buffers numbering 0.
- In this run the post-CTS setup repair buffer count came out at 0.
- PostCTS Resize Cnt :: 0
logic make-up (layout without fill, tap and decap cells):
logic type	after synthesis	in the layout
compound gates	32	32
buf+inv	16	81
mux	15	15
simple gates	65	65
power by group through the flow:
stage         registers [W]  clock network, W  logic (W)
CTS                       0                 0   0.000174
global route              0                 0   0.000187
finish                    0                 0   0.000172
cell usage after synthesis (2+ instances only):
cell type,n,area [µm²]
sky130_fd_sc_hd__a221o_1,7,70.1
sky130_fd_sc_hd__and3_1,7,43.8
sky130_fd_sc_hd__buf_2,4,20.0
sky130_fd_sc_hd__buf_4,2,15.0
sky130_fd_sc_hd__clkbuf_1,5,18.8
sky130_fd_sc_hd__inv_1,3,11.3
sky130_fd_sc_hd__mux2_2,8,90.1
sky130_fd_sc_hd__mux4_2,7,158
sky130_fd_sc_hd__nand2_1,17,63.8
sky130_fd_sc_hd__nand2b_1,2,12.5
sky130_fd_sc_hd__nor2_1,15,56.3
sky130_fd_sc_hd__nor2b_1,2,12.5
sky130_fd_sc_hd__nor3_1,7,35.0
sky130_fd_sc_hd__nor4_1,7,43.8
sky130_fd_sc_hd__o211ai_1,7,52.6
sky130_fd_sc_hd__o211ai_2,10,125
critical path: stages:
cell                              delay [ns]
sky130_fd_sc_hd__clkdlybuf4s50_1        0.51
sky130_fd_sc_hd__buf_4                  0.31
sky130_fd_sc_hd__mux2_2                 0.38
sky130_fd_sc_hd__a211oi_2               0.21
sky130_fd_sc_hd__buf_4                  0.28
sky130_fd_sc_hd__o211ai_1               0.12
sky130_fd_sc_hd__clkdlybuf4s50_1        0.45
through the flow:
stage          setup WS [ns]  utilization, %  hold WS, ns
2_1_floorplan           1.29               -         1.74
3_3_place_gp           0.282            51.8         2.60
3_5_place_dp           0.250            51.8         2.58
4_1_cts                0.248            51.8         2.59
5_1_grt                0.158            51.8         2.63
6_report               0.264            51.8         2.58
worst max-delay path by stage:
| stage | from | end | slack (ns) |
|---|---|---|---|
| final | A[1] | DOut[24] | 0.26 |
| after global routing | A[1] | DOut[29] | 0.16 |
| after CTS | A[1] | DOut[26] | 0.25 |
per-layer routing:
layer	vias to the layer above	global-route usage (%)	routed length [µm]
met3	0	3.98	349
li1	641	-	-
met2	43	21.0	2110
met5	-	0	0
met4	0	0	0
met1	613	17.4	1880
area by class of cell:
type                       instances  area share, %
multi-input combinational        112           52.8
tap                               46           3.25
inverter                           3          0.636
timing repair buffer              78           43.3
Power and IR drop assume default switching activity.
